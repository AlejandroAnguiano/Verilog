===== /design/flow/run.sh =====
#!/bin/bash
# OpenROAD 26Q1-2900-gdf79404cd8, Yosys 0.63+post, stock flow scripts
make -C /OpenROAD-flow-scripts/flow DESIGN_CONFIG=/design/flow/config.mk WORK_HOME=/design/flow/orfs finish

===== /design/flow/design.v =====
module Reg_Bank
#(
	parameter WL = 32,    
	parameter AL = 32     
	)
(
	input clk, wr_en,rd1_en,rd2_en,
  	input [AL-1:0] w_addr, r_addr1,r_addr2,
	input [WL-1:0] w_data,
  	output logic [WL-1:0] r_data1,r_data2
);
	logic [WL-1:0] RB [2**AL];
	always_ff @(posedge clk)begin
		if (wr_en)
			RB[w_addr] <= w_data;
	end
    always_comb begin
    if(rd1_en == 1'b1)begin
		r_data1 = RB[r_addr1];
		end
		else
			r_data1 = 16'bx;
    if(rd2_en == 1'b1)begin
		r_data2 = RB[r_addr2];
	  end
	  else
		r_data2 = 16'bx;
  end
endmodule

===== /design/flow/constraint.sdc =====
current_design Reg_Bank

set clk_period 7.9
set clk_io_pct 0.2

create_clock -name clk0 -period $clk_period [get_ports {clk}]

set non_clock_inputs [all_inputs -no_clocks]
set_input_delay [expr $clk_period * $clk_io_pct] -clock clk0 $non_clock_inputs
set_output_delay [expr $clk_period * $clk_io_pct] -clock clk0 [all_outputs]

===== /design/flow/config.mk =====
export PLATFORM = sky130hd
export DESIGN_NAME = Reg_Bank
export DESIGN_NICKNAME = Reg_Bank
export VERILOG_FILES = /design/flow/design.v
export SDC_FILE = /design/flow/constraint.sdc
export NUM_CORES = 4
export LEC_CHECK = 1
export CORE_UTILIZATION = 40

==> results.ini <==
[yosys]
yosys_area_um2 = 3180
ys_sh_adder = 0
yosysCellCount = 230
topCellsByArea = edfxtp_1, mux2i_1, nor2b_1
synth_warnings = 1
yosysTopAreaCellShare = 0.605
postSynthCellCount = 230
syn-cell-area_um2 = 3180
ys_sh_mux = 0.202
ys_ff = 64
top_logic_kind = multiplexers
compound_area_frac = 0
synthXorXnorAreaFrac = 0
synth_cell_types = 15
synth-simple-area-share = 0.174
ys_seq_frac = 0.605
avgSynthCellArea_um2 = 13.8
synth.largest_area_cell = edfxtp_1

[timing]
fin_crit_sh = 0.591
slew_viol_final = 0
slew-limit-headroom = 0.611
finalSetupViolCount = 0
grt_setup_unrepaired = false
tightestPinTransition_ns = 0.584
timing.final.ws_setup_ns = 3.23
finalHoldViolCount = 0
max_freq_ghz = 0.214
fin_crit_ns = 4.67
totalNegativeSetupSlack_ns = 0

[floorplan]
fp.dieW_um = 91.1
num_io_pins = 196
die-area_um2 = 8300
fp_util = 0.413
core.rowCount = 32
coreArea_um2 = 7690
die-height_um = 91.1

[power]
leakage_uw = 0.00174
power_uw = 707
vdd_drop_max_uv = 98.1
cellPowerDensity_nw_per_um2 = 147

[hold_path]
worstHoldPathType = in2reg
min_to = RB[0][12]
whs_path_depth = 1
hold_path.startpoint = w_data[12]

[global_routing]
grt_pass1_vias = 2317
grt_first_pass_wirelength_um = 10700
grt_start_max_net_pins = 33
grt-ovfl-total = 0
antenna_found_initial = 0
track_usage = 0.178

[route]
dr.pass1.iters = 4
drc_errors = 0
wl_per_cell_um = 14.5
ant_nets = 0
vias = 2312
viasPerCell = 4.88
antenna_cells = 0
drtIter0Drc = 38
wl_um = 6890

[critical_path]
worstPathArrival_ns = 3.09
endpoint_kind = output port
worstPathMaxFanout = 32
cp.required_ns = 6.32
crit_top_cell = clkdlybuf4s50_1
worstSetupPathType = in2out
cp-start-kind = primary input
max_stage_delay_ns = 0.50
crit_slowest_cell = clkdlybuf4s50_1
crit_chain = clkdlybuf4s50_1 -> buf_4 -> nor2b_1 -> clkdlybuf4s50_1

[cells_and_area]
nFillCells = 613
areaGrowthSynthToFinish_pct = 51.0
drive_above_1_share = 0.0699
fin_util = 0.624

[clock_tree]
clock_sinks = 64
cts_buffer_depth = 2
post-cts-setup-buffers = 0
cts_resized = 0
ctsHtreeMaxLevel = 3
path_clk_slew_ns = 0.07
hold_buffers = 0
cts_tree = done
ctsRootBufferMaster = clkbuf_8
numCtsBuffers = 9

[flow_run]
warnings = 88
drv_cap = 0

[placed_design]
routabilityCongestion = 0.738
portBuffers = 133
dp_hpwl_um = 4560
pre_cts_ws_ns = 3.25

[outcome]
status = finished, final reports clean

-- power by group --
part           internal, uW  switching [uW]
sequential              373    0.0000000519
clock                   113             125
combinational          67.3            29.6
total                   553             154
-- metrics by stage --
stage | cells | hold WS, ns | cell area, um^2
final | 474 | 1.82 | 4800
after global routing | 474 | 1.80 | 4800
after global placement | 458 | 2.16 | 4630
after CTS | 474 | 1.80 | 4800
after floorplan | 230 | 1.68 | 3180
after detailed placement | 458 | 2.16 | 4630
-- metal layers --
layer / GRT usage / wire (um) / vias up
li1: - / - / 1128
met2: 0.302 / 3490 / 92
met5: 0 / 0 / -
met4: 0.0198 / 58 / 0
met1: 0.252 / 2870 / 1085
met3: 0.0510 / 476 / 7
-- synthesized netlist by cell type --
| library cell | n |
|---|---|
| edfxtp_1 | 64 |
| or3_1 | 1 |
| nor2b_1 | 64 |
| or4_1 | 2 |
| nand2_1 | 1 |
| nor3_2 | 1 |
| nor2_1 | 1 |
| clkbuf_1 | 6 |
| mux2i_1 | 64 |
| nor3_1 | 1 |
| nand3_1 | 1 |
| buf_2 | 8 |
| nor4_1 | 6 |
| nor4b_1 | 1 |
| nand4_1 | 9 |
-- state kept, by name, summed over array words and instances (netlist names) --
name	flops
RB[-1]	32
RB	32
-- layout by cell type (no fill, tap or decap), types with 2 or more instances in the layout --
cell type and n:
nand4_1 9, nor4_1 6, edfxtp_1 64, clkdlybuf4s50_1 131, clkbuf_8 9, buf_4 7, clkinvlp_4 4, mux2i_1 64
buf_2 2, or4_1 2, nor2b_1 64
-- area by class of cell --
class / count / area, um^2 / share of cell area
Clock buffer: 9 / 124 / 0.0258
Sequential cell: 64 / 1920 / 0.401
Timing Repair Buffer: 140 / 1370 / 0.286
Tap cell: 102 / 128 / 0.0266
Multi-Input combinational cell: 152 / 1200 / 0.251
Clock inverter: 7 / 47.5 / 0.00991
-- worst max path at each step --
stage         startpoint     endpoint  depth (start not counted)
CTS               rd2_en  r_data2[24]                          4
global route      rd2_en  r_data2[23]                          4
finish            rd2_en  r_data2[24]                          4
-- worst max-delay path, delay by kind of cell --
family | cells | cell delay, ns
buffers and inverters | 3 | 1.25
AND/OR/NAND/NOR | 1 | 0.25
-- cell families (layout without fill, tap and decap cells) --
logic type | after synthesis | count (layout)
buffers and inverters | 14 | 156
and+or+nand+nor | 88 | 88
DFF | 64 | 64
muxes | 64 | 64
Power figures rest on the tool's default switching activity, not on a simulated workload.
