<file path="flow/design.v">
module alu(
input logic [31:0] a,
input logic [31:0] b,
input [7:0] alu_in,
output zero,
output logic [31:0] alu_out);
logic [1:0] aluop;
logic  [5:0] func ;
assign aluop = alu_in [7:6];
assign func = alu_in [5:0];
always @(*)
	begin 
	case (aluop) 
	2'b00: alu_out = a+b;                     
	2'b01:  alu_out = a-b ;                   
	2'b10:begin
		case(func)
		6'b100000: alu_out = a+b;              
		6'b101010: alu_out = (a < b) ? 1:0;	   
		6'b100100: alu_out = a & b;			   
		6'b100101: alu_out = a | b;			   
		6'b100010: alu_out = a - b;			   
		6'b100111: alu_out = ~(a | b);         
		default: alu_out= 'z;
		endcase
		end 
	2'b11: alu_out = a | b;                   
	default: alu_out= 'z;
   endcase
	end
	assign zero = (a-b == 0) ? 1:0;
endmodule
</file>
<file path="flow/run.sh">
#!/bin/bash
# OpenROAD 26Q1-2900-gdf79404cd8, Yosys 0.63+post, stock flow scripts
make -C /OpenROAD-flow-scripts/flow DESIGN_CONFIG=/design/flow/config.mk WORK_HOME=/design/flow/orfs finish
</file>
<file path="flow/config.mk">
export PLATFORM = sky130hd
export DESIGN_NAME = alu
export DESIGN_NICKNAME = alu
export VERILOG_FILES = /design/flow/design.v
export SDC_FILE = /design/flow/constraint.sdc
export NUM_CORES = 4
export LEC_CHECK = 1
export CORE_UTILIZATION = 50
</file>
<file path="flow/constraint.sdc">
current_design alu

set clk_period 23.7
set clk_io_pct 0.2

create_clock -name clk0 -period $clk_period

set non_clock_inputs [all_inputs -no_clocks]
set_input_delay [expr $clk_period * $clk_io_pct] -clock clk0 $non_clock_inputs
set_output_delay [expr $clk_period * $clk_io_pct] -clock clk0 [all_outputs]
</file>
==> impl_metrics.yaml <==
# generated from flow reports
outcome:
  outcome: "finished, final reports clean"
floorplanning:
  fp.coreArea_mm2: 0.0120
  floorplan.die_area_mm2: 0.0128
  core_util_floorplan_pct: 51.5
  ios: 105
  die-width_um: 113
  fp-row-count: 40
  die.size.y_um: 113
pwr:
  clkPwrFrac_pct: 0
  largest_vdd_supply_drop_mv: 0.0152
  p_per_area_mw_per_mm2: 26.6
  p_int_uw: 88.3
  power_leakage_uw: 0.00315
  net-switching-power_uw: 106
  seq_power_share_pct: 0
  combinationalPowerShare_pct: 100.0
  power_switching_share_pct: 54.4
sta:
  unrepaired_setup_endpoints_after_global_routing: "false"
  totalNegativeSetupSlack_ns: 0
  finalHoldViolCount: 0
  relSlewSlack_pct: 44.4
  final_period_demand_of_the_worst_path_ns: 13.85
  fmax_mhz: 72.2
  setup_viol: 0
  final-max-slew-violation-count: 0
  timing_worst_slew_pin_value_ns: 0.831
  timing.final.crit_share_pct: 58.4
setup_path:
  crit_required_ns: 18.96
  timing.critical_path.arrival_ns: 9.11
  worstSetupPathType: "in2out"
  cp_top_family: "AND-OR/OR-AND gates"
  critPathLaunchType: "input pin"
  timing.critical_path.slowest_cell_delay_ns: 0.72
  critical_path_peak_fanout: 8
  cp.buffers_inverters: 4
  critical_path_cell_list: "clkdlybuf4s50_1 > inv_1 > ha_1 > inv_2 > a2111oi_1 > a21oi_1 > a31o_2 > a2111oi_0 > nor2_1 > xnor2_1 > or4bb_1 > nor4_2 > clkdlybuf4s50_1"
  critical_path.endpoint_type: "output port"
  path_common_cell: "clkdlybuf4s50_1"
  timing.critical_path.slowest_stage_cell: "a2111oi_0"
placement:
  hpwl_detailed_um: 16400
  routabilityCongestion: 1.02
  dpl_cell_area_mm2: 0.00728
  input_output_buffers: 105
route:
  drtPass1Iterations: 6
  vias: 7379
  wl_per_cell_um: 18.8
  drtIter0Drc: 694
  detailed_route_vias_per_instance: 6.31
  totalWireLength_um: 22000
  diodes: 0
  drt.antenna.violating_nets: 0
  drcViolationCount: 0
final_layout:
  mostFrequentLayoutCell: "clkdlybuf4s50_1"
  final_design_area_no_fill_mm2: 0.00728
  combGateArea_mm2: 0.00558
  top_logic_cells_by_instance_count_in_the_layout: "101 x clkdlybuf4s50_1, 100 x a21oi_1, 98 x inv_1"
  clkbuf_count: 0
  seqCellArea_um2: 0
  flop-count: 0
  area_growth_syn_to_layout_pct: 17.8
  fillCellCount: 1184
  drive_gt1_share_pct: 4.21
flow_run:
  warning_count: 97
  maxCapViolCount: 0
logic_synthesis:
  post_synth_num_cell_types: 77
  netlist_area_mm2: 0.00619
  yosys-stat-area_mm2: 0.00619
  ys_cells: 962
  synth_area_per_cell_um2: 6.43
  yosys_warnings: 3
  yosys.stat.seqShare_pct: 0
  synthCells: 962
min_path:
  min_path_type: "in2out"
clock_tree:
  hold_buffers: 0
  postCtsSetupRepairBufs: 0
  ctsResizeCount: 0
global_routing:
  grt.total_usage_pct: 34.6
  largest_net_degree_at_the_start_of_global_routing: 68
  global_route.overflow_total: 0
  grt_pass1_wl_um: 34900
  first_global_vias: 6570
  initial_antenna_violation_count: 0
==> worst min-delay path: cells and delay by family <==
kind	cells	cell delay, ns
buffers and inverters	3	0.83
AND/OR/NAND/NOR	1	0.12
AND-OR/OR-AND	1	0.07
==> metal layers <==
| metal | part of all wire [%] | track usage (%) | vias to the layer above |
|---|---|---|---|
| met5 | 0 | 0 | - |
| met4 | 3.3 | 9.82 | 0 |
| met3 | 9.0 | 2.67 | 63 |
| met2 | 42 | 52.8 | 402 |
| met1 | 46 | 51.9 | 3285 |
| li1 | - | - | 3629 |
==> power by group through the flow <==
stage                 combinational, uW  sequential (uW)  clock, uW
final                               194                0          0
after global routing                212                0          0
after CTS                           191                0          0
==> per-stage QoR <==
| stage | worst slack (ns) | hold slack [ns] | utilization, % | cells | power (uW) |
|---|---|---|---|---|---|
| floorplan | 11.47 | 9.62 | - | 962 | 122 |
| global placement | 9.95 | 10.51 | 60.6 | 1169 | 191 |
| detailed placement | 9.93 | 10.51 | 60.6 | 1169 | 190 |
| CTS | 9.92 | 10.51 | 60.6 | 1169 | 191 |
| global route | 9.61 | 10.57 | 60.6 | 1169 | 212 |
| finish | 9.85 | 10.51 | 60.6 | 1169 | 194 |
==> cell usage after synthesis (4+ instances only) <==
library cell / number / area (um2)
a21oi_1: 100 / 500
inv_1: 98 / 368
ha_1: 96 / 1200
nor2_1: 91 / 342
o21ai_0: 71 / 355
nand2_1: 65 / 244
clkbuf_1: 45 / 169
xnor2_1: 44 / 385
a211oi_1: 29 / 218
a31oi_1: 26 / 163
nor3_1: 26 / 130
a21o_1: 21 / 158
a221oi_1: 20 / 175
nand3_1: 16 / 80.1
nand2b_1: 14 / 87.6
o211ai_1: 14 / 105
o21bai_1: 14 / 105
o21a_1: 11 / 82.6
nor2b_1: 10 / 62.6
nor4_1: 10 / 62.6
o22ai_1: 9 / 56.3
buf_1: 7 / 26.3
buf_2: 7 / 35.0
o31ai_1: 6 / 45.0
xor2_1: 6 / 52.6
a221o_1: 5 / 50.1
and3_1: 5 / 31.3
mux2i_1: 5 / 50.1
nand4_1: 5 / 31.3
mux2_2: 4 / 45.0
or3_1: 4 / 25.0
or4_1: 4 / 30.0
==> area by class of cell <==
| class | instances | share of cell area [%] |
|---|---|---|
| Multi-Input combinational cell | 802 | 76.6 |
| Timing Repair Buffer | 120 | 15.7 |
| Inverter | 100 | 5.15 |
| Tap cell | 147 | 2.52 |
==> cells by family after synthesis <==
group	count (synthesis)	synth area share (%)
AOI/OAI and AO/OA	379	41.1
adders and majority gates	98	20.1
xor gates and xnor gates	50	7.08
buffers and inverters	160	9.87
and+or+nand+nor	266	20.3
muxes	9	1.54
==> final timing paths <==
check,startpoint,endpoint,slack [ns],depth (start not counted)
worst max-delay path,a[11],zero,9.85,13
worst min-delay path,alu_in[7],alu_out[2],10.51,5
Power figures rest on the tool's default switching activity, not on a simulated workload.
